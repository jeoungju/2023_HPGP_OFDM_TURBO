### flow/run.sh
#!/bin/bash
# OpenROAD 26Q1-2900-gdf79404cd8, Yosys 0.63+post, stock flow scripts
make -C /OpenROAD-flow-scripts/flow DESIGN_CONFIG=/design/flow/config.mk WORK_HOME=/design/flow/orfs finish
### flow/config.mk
export PLATFORM = sky130hd
export DESIGN_NAME = turbo_len
export DESIGN_NICKNAME = turbo_len
export VERILOG_FILES = /design/flow/design.v
export SDC_FILE = /design/flow/constraint.sdc
export NUM_CORES = 4
export LEC_CHECK = 1
export CORE_UTILIZATION = 30
### flow/constraint.sdc
current_design turbo_len

set clk_period 4.1
set clk_io_pct 0.2

create_clock -name clk0 -period $clk_period [get_ports {clk}]

set non_clock_inputs [all_inputs -no_clocks]
set_input_delay [expr $clk_period * $clk_io_pct] -clock clk0 $non_clock_inputs
set_output_delay [expr $clk_period * $clk_io_pct] -clock clk0 [all_outputs]
### flow/design.v
`timescale 1ps/1ps
module gen_en (
    input           clk,
    input           n_rst,
    input           din_vld,  
    input  [11:0]   len_l,
    output [11:0]   enable,  
    output [11:0]   pb_offset,
    output          dout_vld
);
    parameter       STATE_LEN = 2;
    parameter       ADDRESS = 12;
    localparam      IDLE = 2'h0;
    localparam      START = 2'h1;
    localparam      CHECK = 2'h2;
    localparam      REQUEST = 2'h3;
    reg [STATE_LEN-1 : 0]  state, n_state;
    reg [ADDRESS-1 : 0]    cnt_id;
    reg [ADDRESS-1 : 0]    cnt_en;
    wire [ADDRESS-1 : 0]   pb_16, pb_136, pb_520;
    assign pb_16 = 12'h000;  
    assign pb_136 = 12'h040;  
    assign pb_520 = 12'h260;  
    wire [ADDRESS-1 : 0]   pb_3;
    assign pb_3 = 12'h000;
    always @(posedge clk or negedge n_rst) begin
        if(!n_rst) begin
            state <= IDLE;
        end
        else begin
            state <= n_state;
        end
    end
    reg [12:0] len_l_d;
    always @(posedge clk or negedge n_rst) begin
        if (!n_rst) begin
            len_l_d <= 12'h000;
        end
        else begin
            len_l_d <= len_l;
        end
    end
    always @(*)
        case (state)
            IDLE    : n_state = (din_vld == 1'b1) ? START : state;
            START   : n_state = (cnt_en + 12'h1 == len_l) ? CHECK : state;
            CHECK   : n_state = REQUEST;
            REQUEST : n_state = (cnt_en + 12'h1 == len_l) ? IDLE : state;
            default: n_state = IDLE;
        endcase
    always @(posedge clk or negedge n_rst) begin
        if (!n_rst) begin
            cnt_id <= {(ADDRESS){1'b0}};
        end
        else if (len_l == 12'h040) begin  
            cnt_id <= pb_16;
        end
        else if (len_l == 12'h220) begin  
            cnt_id <= pb_136;
        end
        else if (len_l == 12'h820) begin  
            cnt_id <= pb_520;
        end
        else if (len_l == 12'h00a) begin  
            cnt_id <= pb_3;
        end
        else begin
            cnt_id <= {(ADDRESS){1'b0}};
        end
    end
    always @(posedge clk or negedge n_rst) begin
        if (!n_rst) begin
            cnt_en <= {(ADDRESS){1'b0}};
        end
        else if (state == START) begin
            cnt_en <= cnt_en + 12'h001;
        end
        else if (state == CHECK) begin
            cnt_en <= {(ADDRESS){1'b0}};
        end
        else if (state == REQUEST) begin
            cnt_en <= cnt_en + 12'h001;
        end
        else begin
            cnt_en <= {(ADDRESS){1'b0}};
        end
    end
    reg wen_d;
    always @(posedge clk or negedge n_rst) begin
        if (!n_rst) begin
            wen_d <= 1'b0;
        end
        else begin
            wen_d <= ((din_vld == 1'b1) || (cnt_en + 12'h1 < len_l) && (state == START)) ? 1'b1 : 1'b0;
        end
    end
    assign enable = cnt_en;
    assign pb_offset = cnt_id;
    assign dout_vld = wen_d;
endmodule
`timescale 1ps/1ps
module pb_encoder (
    input clk,
    input n_rst,
    input [1:0] pb_size,
    output [11:0] len_l
);
    localparam PB_3 = 2'h3;  
    localparam PB_16 = 2'h0;
    localparam PB_136 = 2'h1;
    localparam PB_520 = 2'h2;
    reg [12:0] l;
    always @(posedge clk or negedge n_rst) begin
        if(!n_rst) begin
            l <= 12'h000;
        end
        else begin
            if(pb_size == PB_3) begin
                l <= 12'h00a;  
            end
            else if(pb_size == PB_16) begin
                l <= 12'h040;  
            end
            else if(pb_size == PB_136) begin
                l <= 12'h220;  
            end
            else if(pb_size == PB_520) begin
                l <= 12'h820;  
            end
            else begin
                l <= 12'h000;
            end
        end
    end
    reg [12:0] len_l_d;
    always @(posedge clk or negedge n_rst) begin
        if (!n_rst) begin
            len_l_d <= 12'h000;
        end
        else begin
            len_l_d <= l;
        end
    end
    assign len_l = len_l_d;
endmodule
`timescale 1ps/1ps
module turbo_len (
    input clk,
    input n_rst,
    input din_vld,
    input [1:0] pb_size,
    output [11:0] enable,
    output [11:0] pb_offset,
    output dout_vld
);
    wire [11:0] len_l;
    pb_encoder dut_pb_encoder(
        .clk(clk),
        .n_rst(n_rst),
        .pb_size(pb_size),
        .len_l(len_l)
    );
    gen_en dut_gen_en(
        .clk(clk),
        .n_rst(n_rst),
        .din_vld(din_vld),
        .len_l(len_l),
        .enable(enable),
        .pb_offset(pb_offset),
        .dout_vld(dout_vld)
    );
endmodule
==> results_slide.txt <==
Run Summary

Placed design
  • Dpl cells: 206
  • HPWL Detailed: 1830 µm
  • PortBufs: 20
  • Final RePlAce weighted congestion: 0.841

Synth
  • Mean Syn Cell Area: 10.4 µm²
  • Yosys chip area: 1420 µm²
  • Synth unique cells: 32
  • Xor/xnor share: 0.0678
  • Synth mux share: 0
  • Seq share, synth: 0.512
  • Synth flops: 29
  • Synthesized area: 1420 µm²
  • Synth warnings: 2
  • Synth Area in Compound Gates: 0.0740
  • Dominant kind of combinational cell: simple AND/OR/NAND/NOR gates
  • Adder-cell share of the synthesized area: 0.0969
  • Top cells, area: dfrtp_1, ha_1, buf_4
  • Yosys Instances: approximately 140
  • Top-area cell type share of the netlist area: 0.493
  • Basic Gates by Area: 0.152
  • Cell type with the largest total area: dfrtp_1
  • Cells after synthesis: 136

Clock tree
  • Latency at later pin: 0.28 ns
  • CTS Hold Bufs: 0
  • Resize count post-CTS: 0
  • # Post-CTS Setup Buffers: 0
  • CTS sink cnt: 29
  • H-Tree Depth: 2
  • CTS tree: done
  • Clock-pin slew on the worst setup and hold paths: 0.06 ns
  • Num CTS Buffers: 5
  • Root Buffer: clkbuf_8
  • Deepest clock path buffer count: 2

Cells and area
  • Final Non-Filler Cells: 214
  • Layout cells sized above 1: 0.0802
  • Most numerous logic cell after layout: dfrtp_1
  • Top Layout Cells: dfrtp_1, clkdlybuf4s50_1, nor2_1
  • Area grow syn2layout: 24.5%

Critical path
  • Slowest cell delay on critical path: roughly 0.44 ns
  • Critical path capture point type: flip-flop
  • Worst path arrival time: between 2 and 2.5 ns
  • WP data required: 4.29 ns
  • Max FO, Critical Path: 5
  • Kind of start point of the critical path: flip-flop
  • Slowest CP cell: dfrtp_1
  • Most frequent cell on the critical path: inv_1
  • Crit path kind: reg -> reg
  • CP Cell Sequence: nand4_1 -> inv_1 -> nand2_1 -> xor2_1 -> inv_1 -> ha_1 -> o21bai_1 -> a2111oi_0 -> o211ai_1 -> a32oi_1

Job
  • Tool warnings: 28
  • Max_cap viols: 0

Floorplanning
  • Die X: slightly above 70 µm
  • Starting Density: 0.320
  • Chip area: 5010 µm²
  • Die height: 70.8 µm
  • IO Pins: 30
  • Row cnt: 24
  • Area of the core: 4440 µm²

Final timing
  • Fin crit period: 2.27 ns
  • Final period util: 0.554
  • Final slew viol count: 0
  • Fin Setup TNS: 0 ns
  • RSZ-0062 raised after global routing: false
  • Final hold slack: 0.347 ns
  • Endpoints failing setup: 0
  • Final Hold Fails: 0
  • Fmax: ~440 MHz
  • Setup skew after layout: just under 0.004 ns

Drt
  • N_diodes: 0
  • # DRC: 0
  • Routed WL per cell: approximately 12 µm
  • First drt pass iteration count: 10
  • 1st-iter DRT viols: 55
  • Total number of vias: 958
  • Routed Antenna Nets: 0
  • DRT Wirelength: around 2500 µm
  • Vias/cell: 4.48

GRT
  • GRT overflow: 0
  • Largest net degree at the start of global routing: 30
  • Antenna violations before repair: 0
  • First-pass GRT wire length: 4460 µm
  • Vias in the first global route: 996
  • Global Route Usage Sum: 0.113

Pwr
  • Leakage: 0.812 nW
  • Sw Pwr: 0.000125 W
  • P_int: 0.000505 W
  • Max VDD drop: 190 µV
  • Sw Share: 0.199
  • Power share of the combinational group: 0.046
  • PwrDens: 356 nW/µm²
  • Clock power share: 0.483
  • Sequential Power Share: 0.471

Status
  • Outcome: complete, no violations

Worst hold path
  • Worst min path class: reg -> reg
[area by class of cell]
| cell class | count | area (µm²) |
|---|---|---|
| flip-flops and latches | 29 | 727 |
| inverters | 14 | 52.6 |
| clock buffers | 6 | 82.6 |
| multi-input cells | 89 | 588 |
| repair buffers | 22 | 215 |
| fillers | 425 | 2680 |
| clock inverters | 2 | 37.5 |
| well taps | 52 | 65.1 |
[path summary, 6_finish.rpt]
check                                                    start                                   to  slack [ns]  depth (start not counted)
min in group asynchronous                                n_rst       dut_gen_en.cnt_en[9]$_DFF_PN0_        0.92                          2
worst min register to register   dut_pb_encoder.l[5]$_DFF_PN0_  dut_pb_encoder.len_l_d[5]$_DFF_PN0_        0.35                          0
worst max register to register  dut_gen_en.cnt_en[2]$_DFF_PN0_           dut_gen_en.wen_d$_DFF_PN0_        1.83                         10
max in group asynchronous                                n_rst        dut_gen_en.state[0]$_DFF_PN1_        2.88                          2
worst max-delay path            dut_gen_en.cnt_en[2]$_DFF_PN0_           dut_gen_en.wen_d$_DFF_PN0_        1.83                         10
worst min-delay path             dut_pb_encoder.l[5]$_DFF_PN0_  dut_pb_encoder.len_l_d[5]$_DFF_PN0_        0.35                          0
[stage by stage]
step | power (W) | setup slack, ns | utilization | area [µm²]
3_5_place_dp | 0.000332 | 1.83 | 0.371 | 1650
3_3_place_gp | 0.000331 | 1.81 | 0.371 | 1650
2_1_floorplan | 0.000319 | 2.14 | - | 1450
6_report | 0.000630 | 1.83 | 0.398 | 1770
5_1_grt | 0.000657 | 1.57 | 0.398 | 1770
4_1_cts | 0.000640 | 1.80 | 0.398 | 1770
[flip-flops by register name (all words and copies together), names as in the netlist]
signal	flops
dut_gen_en.cnt_en	12
dut_gen_en.cnt_id	2
dut_pb_encoder.len_l_d	5
dut_gen_en.state	4
dut_pb_encoder.l	5
dut_gen_en.wen_d	1
[power groups by stage]
stage	Sequential [W]	Combinational, W	Clock (W)
after global routing	0.000297	0.0000341	0.000326
after CTS	0.000297	0.0000303	0.000313
final	0.000297	0.0000291	0.000304
[worst max-delay path: cells and delay by family, from the launching register on]
| family | cells | cell delay [ns] |
|---|---|---|
| compound gates | 4 | 0.89 |
| flops | 1 | 0.44 |
| simple gates | 2 | 0.29 |
| xor+xnor | 1 | 0.20 |
| fa+ha+maj | 1 | 0.19 |
| buf+inv | 2 | 0.17 |
[cells in the mapped netlist (all sizes together)]
cell     count
a21oi        2
nand3        7
nor3         3
and4         1
inv         14
nand2        5
dfstp        1
o21bai       1
a22o         2
or3b         1
dfrtp       28
ha          11
nand2b       1
clkbuf       2
a32oi        1
buf         10
a2111oi      1
and2         1
a21boi       1
a211o        1
xor2         4
o211ai       2
o21ai        2
conb         1
nor2        18
nor2b        4
xnor2        7
nand4        3
a21o         1
[routing by layer]
| metal | GRT usage | up-vias | wire length (µm) |
|---|---|---|---|
| met2 | 0.173 | 22 | 1140 |
| met5 | 0 | - | 0 |
| met3 | 0.0419 | 2 | 153 |
| li1 | - | 478 | - |
| met4 | 0.00889 | 0 | 7 |
| met1 | 0.164 | 456 | 1190 |
[cells by family after synthesis]
group | Yosys count
fa+ha+maj | 11
xor+xnor | 11
buf+inv | 26
compound gates | 14
flops | 29
simple gates | 44
other cells | 1
Power is estimated from default activity; no workload was simulated.
