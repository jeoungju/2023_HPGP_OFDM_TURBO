**flow/run.sh**
```bash
#!/bin/bash
# OpenROAD 26Q1-2900-gdf79404cd8, Yosys 0.63+post, stock flow scripts
make -C /OpenROAD-flow-scripts/flow DESIGN_CONFIG=/design/flow/config.mk WORK_HOME=/design/flow/orfs finish
```
**flow/config.mk**
```make
export PLATFORM = sky130hd
export DESIGN_NAME = id_encoder
export DESIGN_NICKNAME = id_encoder
export VERILOG_FILES = /design/flow/design.v
export SDC_FILE = /design/flow/constraint.sdc
export NUM_CORES = 4
export LEC_CHECK = 1
export CORE_UTILIZATION = 30
```
**flow/constraint.sdc**
```tcl
current_design id_encoder

set clk_period 1.0
set clk_io_pct 0.2

create_clock -name clk0 -period $clk_period [get_ports {clk}]

set non_clock_inputs [all_inputs -no_clocks]
set_input_delay [expr $clk_period * $clk_io_pct] -clock clk0 $non_clock_inputs
set_output_delay [expr $clk_period * $clk_io_pct] -clock clk0 [all_outputs]
```
**flow/design.v**
```verilog
`timescale 1ps/1ps
module id_encoder (
    input clk,
    input n_rst,
    input [5:0] link_id,
    output [12:0] m_len
);
    localparam ID3 = 6'h03;  
    localparam ID4 = 6'h04;
    localparam ID5 = 6'h05;
    localparam ID6 = 6'h06;
    localparam ID7 = 6'h07;
    localparam ID8 = 6'h08;
    localparam ID9 = 6'h09;
    localparam ID10 = 6'h0a;
    localparam ID11 = 6'h0b;
    localparam ID12 = 6'h0c;
    localparam ID13 = 6'h0d;
    localparam ID14 = 6'h0e;
    localparam ID15 = 6'h0f;
    localparam ID16 = 6'h10;
    localparam ID17 = 6'h11;
    localparam ID18 = 6'h12;
    localparam ID19 = 6'h13;
    localparam ID20 = 6'h14;
    localparam ID21 = 6'h15;
    localparam ID22 = 6'h16;
    localparam ID23 = 6'h17;
    localparam ID24 = 6'h18;
    localparam ID25 = 6'h19;
    localparam ID26 = 6'h1a;
    localparam ID27 = 6'h1b;
    localparam ID28 = 6'h1c;
    localparam ID29 = 6'h1d;
    localparam ID30 = 6'h1e;
    localparam ID31 = 6'h1f;
    localparam ID32 = 6'h20;
    localparam ID33 = 6'h21;
    localparam ID34 = 6'h22;
    reg [12:0] k;
    always @(posedge clk or negedge n_rst) begin
        if(!n_rst) begin
            k <= 13'h0000;
        end
        else begin
            if(link_id == ID4) begin
                k <= 13'h03b8;
            end
            else if(link_id == ID3) begin
                k <= 13'h000a;  
            end
            else if(link_id == ID5) begin
                k <= 13'h0120;
            end
            else if(link_id == ID6) begin
                k <= 13'h02a0;
            end
            else if(link_id == ID7) begin
                k <= 13'h0420;
            end
            else if(link_id == ID8) begin
                k <= 13'h00c0;
            end
            else if(link_id == ID9) begin
                k <= 13'h01c0;
            end
            else if(link_id == ID10) begin
                k <= 13'h02c0;
            end
            else if(link_id == ID11) begin
                k <= 13'h01b0;
            end
            else if(link_id == ID12) begin
                k <= 13'h03cc;
            end
            else if(link_id == ID13) begin
                k <= 13'h0510;
            end
            else if(link_id == ID14) begin
                k <= 13'h0380;
            end
            else if(link_id == ID15) begin
                k <= 13'h07e0;
            end
            else if(link_id == ID16) begin
                k <= 13'h0a80;
            end
            else if(link_id == ID17) begin
                k <= 13'h0750;
            end
            else if(link_id == ID18) begin
                k <= 13'h0fc0;
            end
            else if(link_id == ID19) begin
                k <= 13'h15f0;
            end
            else if(link_id == ID20) begin
                k <= 13'h0060;
            end
            else if(link_id == ID21) begin
                k <= 13'h02e0;
            end
            else if(link_id == ID22) begin
                k <= 13'h0c30;
            end
            else if(link_id == ID23) begin
                k <= 13'h11c0;
            end
            else if(link_id == ID24) begin
                k <= 13'h0ecc;
            end
            else if(link_id == ID25) begin
                k <= 13'h12a8;
            end
            else if(link_id == ID26) begin
                k <= 13'h1550;
            end
            else if(link_id == ID27) begin
                k <= 13'h1790;
            end
            else if(link_id == ID28) begin
                k <= 13'h14a0;
            end
            else if(link_id == ID29) begin
                k <= 13'h15b0;
            end
            else if(link_id == ID30) begin
                k <= 13'h14c8;
            end
            else if(link_id == ID31) begin
                k <= 13'h14d0;
            end
            else if(link_id == ID32) begin
                k <= 13'h0138;
            end
            else if(link_id == ID33) begin
                k <= 13'h10b8;
            end
            else if(link_id == ID34) begin
                k <= 13'h1040;
            end
            else begin
                k <= 13'h0000;
            end
        end
    end
    reg [12:0] m_len_d;
    always @(posedge clk or negedge n_rst) begin
        if (!n_rst) begin
            m_len_d <= 13'h0000;
        end
        else begin
            m_len_d <= k;
        end
    end
    assign m_len = m_len_d;
endmodule
```
==> summary.txt <==
flow finished, numbers: post-route cell area 0.00166 mm2, Dominant flop cell sky130_fd_sc_hd__dfrtp_1, reported max-cap violation count 0, failing checks negative setup slack, Vias per Instance 4.84, Final Hold Fails 0, max-slew violations 0, TritonCTS Buffers 3, fraction of the cycle the final worst path needs 1.03, global-route usage over all layers 0.125, #FFs+latches synth 24, share of power burned in registers 0.528, Top delay family on crit path AND-OR/OR-AND gates, die width 65.0 um, total negative slack for setup checks -0.0527 ns, final setup slack of the worst path -0.0320 ns, Post-synth seq share 0.504, data arrival time at the worst-slack endpoint 1.16 ns, tally of OpenROAD warnings 28, wire length of the first global-routing pass 4.13 mm, number of buffers inserted by hold repair at cts 0, DR pass1 iterations 4, number of antenna-violating nets in the routed design 0, die outline height 65.0 um, total wirelength of the detailed-routed design 2.41 mm, cells on worst reg2reg path 0, Min Clock Period, post-route 1.03 ns, detailed router's first-iteration violation count 22, category of the critical setup timing path input pin to register, maximum fanout along the worst path 3, Mapped Area 0.00119 mm2, type of origin of the critical path input pin, Cell Pwr Density 1190 mW/mm2, cell count along the critical path 6, delay contributed by the slowest stage of the critical path 0.28 ns, total vias in the final route 1,021, buffers plus inverters on the worst setup path 2, reg2reg end m_len_d[7], maximum number of pins on one net before global-route repair 25, # Cells Yosys 121, total cell area at the placement stage 0.00157 mm2, Core Density at Floorplan 0.319, post-DR wirelength/cell 11.4 um, number of instances in the synthesized netlist 121, total cell area reported by yosys after synthesis 0.00119 mm2, Power, Total 1.98 mW, share of flip-flops with an asynchronous set or reset 1.00, worst reg2reg path startpoint k[7], Core Footprint 0.00374 mm2, CTS tree done, number of global-route vias before repair 891, Net Switching 0.462 mW, Routability Congestion 0.957, internal power 1.52 mW, HPWL Detailed 1.68 mm, # rows 22, worst-case clock skew 0.000172 ns, worst path required time 1.13 ns, clock input transition at the sequential cells of the worst setup and hold paths 0.07 ns, unrepaired setup endpoints after global routing yes, overall chip area 0.00423 mm2, leak pwr 0.810 nW, Setup violations, final 2, crit path capture type register, clock share of power 0.258, library cell contributing the largest single delay on the critical path sky130_fd_sc_hd__a311o_1, DR DRC count 0, list of cells traversed by the critical path buf_8 -> buf_6 -> mux2_4 -> a211oi_2 -> nor2_1 -> a311o_1, global-route congestion overflow total 0, status finished with violations, diode insertion count for antenna repair 0, count of input and output buffers 19, root buffer selected by CTS sky130_fd_sc_hd__clkbuf_8, highest clock frequency the design can meet 0.969 GHz, placed insts 201, clk latency of the worst-skew pair 0.25 ns, number of enable-type register cells in the synthesized netlist 0, flop2flop setup slack 0.53 ns, count of distinct cell types in the synthesized netlist 37, worst-case vdd ir drop 0.431 mV, final cell count without fillers 211, ports placed on the boundary 21, worst min-delay path category input pin to asynchronous set/reset pin, P&R area growth vs syn 39.2%, antenna violations before repair 0, H-Tree Depth 1, fraction of layout instances using a drive strength above 1 0.399, Longest Clk Path Bufs 2, Post-Syn Area per Cell 9.85 um2, proportion of power drawn by combinational gates 0.214, proportion of total power due to net switching 0.233, Synthesis Warnings 1, clock sink count 24
-- per-stage QoR --
step | setup slack, ns | hold slack [ns] | util
final | -0.0320 | 0.293 | 0.444
after global routing | -0.0515 | 0.290 | 0.444
after CTS | -0.0743 | 0.293 | 0.452
after detailed placement | -0.725 | 0.336 | 0.419
after global placement | -0.698 | 0.332 | 0.419
after floorplan | -0.161 | -0.0956 | -
-- cell families (layout without fill, tap and decap cells) --
group,Yosys count,in the layout,share of synthesized area
buf+inv,15,57,0.0703
compound gates,41,41,0.232
other cells,1,1,0.00314
xor+xnor,2,2,0.0147
flops,24,24,0.504
mux,1,1,0.0126
simple gates,37,37,0.164
-- layer usage --
metal / track usage / wire (um)
met5: 0 / 0
met4: 0.0163 / 14
met3: 0.0143 / 132
met2: 0.177 / 1020
met1: 0.212 / 1240
-- power by group through the flow --
stage / clock (mW) / combinational (mW) / sequential, mW
4_1_cts: 0.544 / 0.425 / 1.05
6_report: 0.512 / 0.424 / 1.05
5_1_grt: 0.581 / 0.467 / 1.05
-- cell usage after synthesis, types with 2 or more instances --
cell | number | area, um2
sky130_fd_sc_hd__nor3_1 | 2 | 10.0
sky130_fd_sc_hd__o21bai_1 | 2 | 15.0
sky130_fd_sc_hd__o21ai_0 | 9 | 45.0
sky130_fd_sc_hd__buf_4 | 3 | 22.5
sky130_fd_sc_hd__a21oi_1 | 14 | 70.1
sky130_fd_sc_hd__a211oi_1 | 2 | 15.0
sky130_fd_sc_hd__dfrtp_1 | 24 | 601
sky130_fd_sc_hd__nand2_1 | 10 | 37.5
sky130_fd_sc_hd__nand2b_1 | 6 | 37.5
sky130_fd_sc_hd__o32ai_1 | 2 | 17.5
sky130_fd_sc_hd__and3_1 | 2 | 12.5
sky130_fd_sc_hd__nor4_1 | 4 | 25.0
sky130_fd_sc_hd__nor2_1 | 7 | 26.3
sky130_fd_sc_hd__inv_1 | 3 | 11.3
sky130_fd_sc_hd__a21o_1 | 2 | 15.0
sky130_fd_sc_hd__nand3_1 | 2 | 10.0
sky130_fd_sc_hd__buf_2 | 7 | 35.0
-- cells in the final DEF, fill, tap and decap left out, drive strengths merged, types with 2 or more instances in the layout --
cell type / instances
nand3: 2
nor2: 7
clkbuf: 15
nand2: 10
and3: 2
a211oi: 3
o21bai: 2
o21ai: 9
nor3: 2
a21o: 2
nor4: 4
nand2b: 6
dfrtp: 24
buf: 37
inv: 3
a21oi: 14
o32ai: 2
-- cell type report --
cell class | instances | area, um2
fill | 353 | 2080
sequential | 24 | 601
multi-input combinational | 82 | 548
timing repair buffer | 51 | 399
tap | 48 | 60.1
clock buffer | 3 | 41.3
inverter | 3 | 11.3
-- registers in the layout (all words and copies together) (netlist names) --
| signal | flops |
|---|---|
| m_len_d | 12 |
| k | 12 |
-- worst max-delay path by stage --
stage | startpoint | to | slack, ns
after CTS | link_id[2] | k[3] | -0.07
after global routing | link_id[2] | k[6] | -0.05
final | link_id[2] | k[6] | -0.03
-- repair_timing --
item	in CTS	in global routing
setup endpoints to repair	24	18
cloned	1	0
buffers inserted	6	0
gates resized	59	20
pin swaps	3	4
No activity file was given, so power comes from the tool's default toggle rates.
